File: design/flow/config.mk
export PLATFORM = sky130hd
export DESIGN_NAME = RegisterFile
export DESIGN_NICKNAME = RegisterFile
export VERILOG_FILES = /design/flow/design.v
export SDC_FILE = /design/flow/constraint.sdc
export NUM_CORES = 4
export LEC_CHECK = 1
export CORE_UTILIZATION = 40
File: design/flow/run.sh
#!/bin/bash
# OpenROAD 26Q1-2900-gdf79404cd8, Yosys 0.63+post, stock flow scripts
make -C /OpenROAD-flow-scripts/flow DESIGN_CONFIG=/design/flow/config.mk WORK_HOME=/design/flow/orfs finish
File: design/flow/design.v
module RegisterFile(input	reset,
                    input clk,
                    input [4:0] rs1,           
                    input [4:0] rs2,           
                    input [4:0] rd,            
                    input [31:0] rd_din,       
                    input write_enable,           
                    output [31:0] rs1_dout,    
                    output [31:0] rs2_dout,    
                    output x17_is_10);  
  integer i;
  reg [31:0] rf[0:31];
  assign rs1_dout = rf[rs1];
  assign rs2_dout = rf[rs2];
  assign x17_is_10 = (rf[17] == 10);
  always @(posedge clk) begin
    if(write_enable) begin
      if(rd!=0) begin
        rf[rd] <= rd_din;
      end
    end
  end
  always @(posedge clk) begin
    if (reset) begin
      for (i = 0; i < 32; i = i + 1)
        rf[i] = 32'b0;
      rf[2] = 32'h2ffc;  
    end
  end
  always @(posedge clk) begin
  end
endmodule
File: design/flow/constraint.sdc
current_design RegisterFile

set clk_period 15.5
set clk_io_pct 0.2

create_clock -name clk0 -period $clk_period [get_ports {clk}]

set non_clock_inputs [all_inputs -no_clocks]
set_input_delay [expr $clk_period * $clk_io_pct] -clock clk0 $non_clock_inputs
set_output_delay [expr $clk_period * $clk_io_pct] -clock clk0 [all_outputs]
==> flow_metrics.py <==
# Synthesis and PnR figures
metrics = {
    "outcome": {
        "status": "finished clean",
    },
    "route": {
        "viasPerCell": 5.79,
        "ant_nets": 0,
        "wl_per_cell_microns": 29.5,
        "drc": 0,
        "drt-initial-drc-count": 2788,
        "vias": 37805,
        "dr.pass1.iters": 7,
        "wl_microns": 193000,
    },
    "layout": {
        "largest_registers": "rf: 1024 flops",
        "largest_register_ffs": 1024,
        "top_register": "rf",
        "synthToLayoutAreaGrowth_pct": 10.8,
        "fin_cells": 6528,
        "drive_gt1_share_pct": 8.00,
    },
    "global_route": {
        "grt_util_met2_pct": 41.3,
        "grt_pass1_wl_microns": 273000,
        "top_usage_layer": "met2",
        "use_met3_pct": 17.7,
        "overflow": 0,
        "grt_start_max_net_pins": 97,
        "grtUsageTotal_pct": 29.0,
        "grtUsageMet1_pct": 38.0,
        "grt_pass1_vias": 38421,
        "antenna_found_initial": 10,
    },
    "timing": {
        "rsz0062_at_grt": "no",
        "hold-worst-slack_ns": 2.97,
        "hold_viol": 0,
        "fin_crit_ns": 10.43,
        "drv_slew": 0,
        "maxClockFrequency_mhz": 95.8,
        "setup_viol": 0,
        "max_slew_margin_pct": 33.4,
        "tns_ns": 0,
        "fin_crit_sh_pct": 67.3,
        "worstMarginPinSlew_ns": 0.997,
        "worst_slack_ns": 5.07,
    },
    "power": {
        "combPwrFrac_pct": 12.4,
        "power.leakage_nw": 23.9,
        "vdd_drop_max_mv": 0.100,
        "p_sw_mw": 1.71,
        "seqPwrFrac_pct": 49.9,
        "powerDensity_nw_per_um2": 106,
        "internal_power_mw": 4.88,
        "switching_share_pct": 25.9,
        "p_clk_share_pct": 37.7,
    },
    "die": {
        "die_width_microns": 376,
        "rows": 136,
        "fp_util_pct": 40.5,
        "io_pins": 115,
        "core_sq_um": 138000,
        "die_h_microns": 376,
        "die_area_sq_um": 142000,
    },
    "worst_setup_path": {
        "cp-start-kind": "input port",
        "cp_max_fo": 37,
        "required_ns": 12.40,
        "slowest_delay_ns": 0.67,
        "endpoint_kind": "output pin",
        "worstPathCellList": "clkdlybuf4s50_1 -> nor2b_4 -> buf_4 -> buf_4 -> a22o_1 -> nor3_1 -> a31oi_1 -> nand3_1 -> clkdlybuf4s50_1",
        "crit_type": "input port to output pin",
        "cpMaxStageDelayCell": "buf_4",
        "cp.arrival_ns": 7.33,
    },
    "placement": {
        "place_inst": 6325,
        "post-dp-hpwl_microns": 108000,
        "gp_congestion": 0.901,
        "pre_cts_ws_ns": 5.17,
        "numPortBuffers": 114,
    },
    "yosys": {
        "ys_area_sq_um": 56000,
        "synth_warnings": 1,
        "seq_area_frac_synth_pct": 54.9,
        "synth_top_area_share_pct": 54.9,
        "avgSynthCellArea_sq_um": 12.1,
        "ys_cells": 4614,
        "edf_count": 1024,
        "async_flop_share_pct": 0,
        "ff_type": "edfxtp_1",
        "ys.flops": 1024,
        "synth.area.top_cells": "edfxtp_1, mux2i_1, and2_1",
        "yosysUniqueCellTypes": 30,
        "synthesis.area_sq_um": 56000,
        "synth_area_leader_cell": "edfxtp_1",
        "synthCells": 4614,
    },
    "clock_tree": {
        "hold_buffers": 0,
        "cts_root_buffer": "clkbuf_16",
        "numCtsBuffers": 112,
        "post_cts_buffers": 0,
        "cts_tree": "yes",
        "ctsResizeCount": 0,
        "cts_sinks": 1024,
        "cts_buffer_depth": 3,
        "htree_levels": 3,
        "path_clk_slew_ns": 0.06,
    },
    "min_path": {
        "hold_path_class": "input port to flip-flop",
    },
    "job": {
        "maxCapViolCount": 0,
        "warning_count": 26,
    },
}
[layer usage]
metal  part of all wire (%)  wire length (microns)
met1                     37                  72200
met3                     15                  28200
met2                     44                  85000
met5                   0.20                    382
met4                    3.6                   6890
[critical path: cells and delay by family]
family	cells	cell delay, ns
compound gates	2	0.75
simple gates	3	0.94
buf+inv	4	2.44
[synthesized netlist by cell type (4+ instances only)]
cell type	instances
edfxtp_1	1024
mux2i_1	1024
and2_1	983
clkbuf_1	236
nand2_1	195
nand3_1	194
a21oi_1	192
a22oi_1	192
a22o_1	128
buf_2	73
a31oi_1	64
buf_4	64
nor3_1	64
or2_2	33
buf_6	30
clkbuf_2	24
nor2_1	22
buf_1	16
nor2_2	13
or3_1	12
nor4_1	6
nand3b_1	5
clkbuf_4	4
nand2b_1	4
nor2b_1	4
[area by class of cell]
cell class	count	area, sq um
flip-flops and latches	1024	30700
well taps	1863	2330
diodes	4	10.0
multi-input cells	3174	23400
repair buffers	264	2350
clock inverters	55	334
fillers	12251	76100
clock buffers	144	2940
[cells in the final DEF (no fill, tap or decap), types with 5 or more instances in the layout]
master	instances
nand3b_1	5
clkdlybuf4s50_1	111
clkbuf_1	31
clkbuf_16	113
nor4_1	6
nand2_1	193
a31oi_1	64
clkinv_1	27
and2_1	981
conb_1	32
nand3_1	194
a22o_1	128
buf_4	144
buf_12	6
nor2_4	31
clkinv_2	20
a21oi_1	192
edfxtp_1	1024
or3_1	12
a22oi_1	192
mux2i_1	1024
nor3_1	64
or2_2	33
[logic make-up (layout without fill, tap and decap cells)]
kind of cell | Yosys count | count (layout) | synth area share [%]
other | 1 | 36 | 0.00670
buffers and inverters | 447 | 463 | 4.07
AND/OR/NAND/NOR | 1542 | 1542 | 15.7
flip-flops | 1024 | 1024 | 54.9
AND-OR/OR-AND | 576 | 576 | 7.01
multiplexers | 1024 | 1024 | 18.3
[power groups by stage]
stage	Combinational, mW	Clock [mW]	Sequential [mW]
CTS	0.813	2.51	3.29
finish	0.820	2.48	3.29
global route	0.870	2.61	3.31
[worst paths after layout]
check,start,to,slack (ns),cells after the start
worst max-delay path,rs2[0],rs2_dout[16],5.07,9
worst min-delay path,reset,rf[0][29],2.97,2
[stage by stage]
stage | cell area, sq um | util [%] | power [mW]
floorplan | 56100 | - | 3.81
global route | 62100 | 44.9 | 6.79
CTS | 62100 | 44.9 | 6.61
detailed placement | 58800 | 42.5 | 4.16
finish | 62100 | 44.9 | 6.59
global placement | 58800 | 42.5 | 4.15
Power and IR drop assume default switching activity.
