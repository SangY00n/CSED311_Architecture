### run.sh
#!/bin/bash
# OpenROAD 26Q1-2900-gdf79404cd8, Yosys 0.63+post, stock flow scripts
make -C /OpenROAD-flow-scripts/flow DESIGN_CONFIG=/design/flow/config.mk WORK_HOME=/design/flow/orfs finish
### config.mk
export PLATFORM = sky130hd
export DESIGN_NAME = CacheDataBank
export DESIGN_NICKNAME = CacheDataBank
export VERILOG_FILES = /design/flow/design.v
export SDC_FILE = /design/flow/constraint.sdc
export NUM_CORES = 4
export LEC_CHECK = 1
export CORE_UTILIZATION = 50
### constraint.sdc
current_design CacheDataBank

set clk_period 56.4
set clk_io_pct 0.2

create_clock -name clk0 -period $clk_period [get_ports {clk}]

set non_clock_inputs [all_inputs -no_clocks]
set_input_delay [expr $clk_period * $clk_io_pct] -clock clk0 $non_clock_inputs
set_output_delay [expr $clk_period * $clk_io_pct] -clock clk0 [all_outputs]
### design.v
module Cache #(parameter LINE_SIZE = 16,
               parameter NUM_SETS = 16,
               parameter NUM_WAYS = 1) (
    input reset,
    input clk,
    input is_input_valid,
    input [31:0] addr,
    input mem_read,
    input mem_write,
    input [31:0] din,
    output is_ready,
    output is_output_valid,
    output [31:0] dout,
    output is_hit);
  wire is_data_mem_ready;
  wire [3:0] index;
  wire [127:0] data_to_read;
  wire [23:0] tag_to_read;
  wire valid_read;
  wire dirty_read;
  wire [127:0] dmem_dout;
  wire dmem_output_valid;
  wire [31:0] clog2;
  reg [1:0] cur_state;
  reg [1:0] next_state;
  reg [127:0] data_to_write;
  reg [23:0] tag_to_write;
  reg valid_write;
  reg dirty_write;
  reg data_we;
  reg tag_we;
  reg [31:0] dmem_addr;
  reg [127:0] dmem_din;
  reg dmem_input_valid;
  reg dmem_read;
  reg dmem_write;
  reg [31:0] _dout;
  reg [31:0] hit_counter;
  reg [31:0] miss_counter;
  assign is_ready = is_data_mem_ready;  
  assign index = addr[7:4];
  assign is_output_valid = (next_state==2'b00);  
  assign dout = _dout;
  assign is_hit = (addr[31:8] == tag_to_read)&valid_read;
  assign clog2 = (LINE_SIZE <= 2) ? 1 : 
   (LINE_SIZE <= 4) ? 2 : 
   (LINE_SIZE <= 8) ? 3 : 
   (LINE_SIZE <= 16) ? 4 : 
   (LINE_SIZE <= 32) ? 5 : 
   (LINE_SIZE <= 64) ? 6 : 
   (LINE_SIZE <= 128) ? 7 : 
   (LINE_SIZE <= 256) ? 8 : 
   (LINE_SIZE <= 512) ? 9 : 
   (LINE_SIZE <= 1024) ? 10 : 11;
  always @(*) begin
    _dout=0;
    tag_to_write=0;
    valid_write=0;
    dirty_write=0;
    tag_we=0;
    data_we=0;
    data_to_write = data_to_read;
    case(addr[3:2])  
      2'b00: data_to_write[31:0] = din;
      2'b01: data_to_write[63:32] = din;
      2'b10: data_to_write[95:64] = din;
      2'b11: data_to_write[127:96] = din;
    endcase
    case(addr[3:2])  
      2'b00: _dout=data_to_read[31:0];
      2'b01: _dout=data_to_read[63:32];
      2'b10: _dout=data_to_read[95:64];
      2'b11: _dout=data_to_read[127:96];
    endcase
    case(cur_state)
      2'b00: begin
        if(is_input_valid)  
          next_state=2'b01;
        else
          next_state=2'b00;
      end
      2'b01: begin
        if(is_hit) begin
          hit_counter = hit_counter+1;
          if(mem_write) begin
            data_we=1;  
            tag_we=1;  
            tag_to_write=tag_to_read;  
            valid_write=1;
            dirty_write=1;
          end
          next_state=2'b00;
        end
        else begin
          miss_counter = miss_counter+1;
          tag_we=1;
          valid_write=1;
          tag_to_write=addr[31:8];
          dirty_write=mem_write;  
          dmem_input_valid=1;  
          if((valid_read==0)|(dirty_read==0)) begin
            dmem_read=1;
            dmem_write=0;
            dmem_addr=addr;
            next_state=2'b10;  
          end
          else begin  
            dmem_addr={tag_to_read, addr[7:0]};  
            dmem_din=data_to_read;
            dmem_read=0;
            dmem_write=1;
            next_state=2'b11;  
          end
        end
      end
      2'b10: begin
        if(is_data_mem_ready) begin
          next_state=2'b01;
          data_to_write=dmem_dout;
          data_we=1;
          dmem_input_valid=0;  
        end
        else begin
          next_state=2'b10;
        end
      end
      2'b11: begin
        if(is_data_mem_ready) begin
          dmem_input_valid=1;
          dmem_read=1;
          dmem_write=0;
          dmem_addr=addr;
          next_state=2'b10;  
        end
        else begin
          next_state=2'b11;
        end
      end
    endcase
  end
  always @(posedge clk) begin
    if(reset) begin
      cur_state <= 2'b00;  
      hit_counter <= 0;
      miss_counter <= 0;
    end
    else begin
      cur_state <= next_state;
      $monitor("hit = %d, miss = %d", hit_counter, miss_counter);
    end
  end
  DataMemory #(.BLOCK_SIZE(LINE_SIZE)) data_mem(
    .reset(reset),
    .clk(clk),
    .is_input_valid(dmem_input_valid),
    .addr(dmem_addr >> clog2),  
    .mem_read(dmem_read),
    .mem_write(dmem_write),
    .din(dmem_din),
    .is_output_valid(dmem_output_valid),
    .dout(dmem_dout),
    .mem_ready(is_data_mem_ready)
  );
  CacheDataBank data_bank(
    .reset(reset),
    .clk(clk),
    .index(index),
    .write_enable(data_we),
    .data_to_write(data_to_write),
    .data_to_read(data_to_read)
  );
  CacheTagBank tag_bank(
    .reset(reset),
    .clk(clk),
    .index(index),
    .write_enable(tag_we),
    .tag_to_write(tag_to_write),
    .valid_write(valid_write),
    .dirty_write(dirty_write),
    .tag_to_read(tag_to_read),
    .valid_read(valid_read),
    .dirty_read(dirty_read)
  );
endmodule
module CacheDataBank(
  input reset,
  input clk,
  input [3:0] index,
  input write_enable,
  input [127:0] data_to_write,
  output [127:0] data_to_read);
  reg [127:0] data_bank [0:15];
  reg [9:0] i;
  assign data_to_read = data_bank[index];
  always @(posedge clk) begin
    if(reset) begin
      for(i=0;i<16;i=i+1) begin
        data_bank[i]=0;
      end
    end
    else begin
      if(write_enable) begin
        data_bank[index] <= data_to_write;
      end
    end
  end
endmodule
module CacheTagBank(
  input reset,
  input clk,
  input [3:0] index,
  input write_enable,
  input [23:0] tag_to_write,
  input valid_write,
  input dirty_write,
  output [23:0] tag_to_read,
  output valid_read,
  output dirty_read);
  reg [23:0] tag_bank [0:15];
  reg valid_table [0:15];
  reg dirty_table [0:15];
  reg [9:0] i;
  assign tag_to_read = tag_bank[index];
  assign valid_read = valid_table[index];
  assign dirty_read = dirty_table[index];
  always @(posedge clk) begin
    if(reset) begin
      for(i=0;i<16;i=i+1) begin
        tag_bank[i]=0;
        valid_table[i]=0;
        dirty_table[i]=0;
      end
    end
    else begin
      if(write_enable) begin
        tag_bank[index] <= tag_to_write;
        valid_table[index] <= valid_write;
        dirty_table[index] <= dirty_write;
      end
    end
  end
endmodule
==> load_flow_metrics.sql <==
-- implementation run metrics
INSERT INTO impl_metrics (metric_group, metric, value, unit) VALUES
('pwr', 'worst_vdd_drop', '0.0000287', 'V'),
('floorplanning', 'floorplanUtilization', '50.6', '%'),
('floorplanning', 'fp.coreArea', '179000', 'sq um'),
('setup_path', 'crit_fanout', '60', ''),
('sta', 'worst_slew_margin_rel', '36.8', '%'),
('sta', 'min_period_over_period', '48.1', '%'),
('routing', 'first_drt_pass_iteration_count', '5', ''),
('final_layout', 'layout.core_utilization', '57.0', '%'),
('logic_synthesis', 'ys_seq_share', '67.8', '%'),
('final_layout', 'drive_gt1_share', '16.8', '%'),
('global_routing', 'grt_antenna_before_repair', '36', ''),
('routing', 'route.detailed.wl_per_inst', '31.8', 'um'),
('placed_design', 'count_of_port_buffers_added_during_placement', '262', ''),
('clock_tree', 'clkSlewWorstSetupHoldPaths', '0.06', 'ns'),
('min_path', 'worst_hold_path_type', 'in2reg', ''),
('pwr', 'p_per_area', '33.2', 'nW/um^2'),
('sta', 'max_freq', '36.9', 'MHz'),
('logic_synthesis', 'synth.top_cell.area_share', '67.8', '%'),
('setup_path', 'crit_type', 'in2out', ''),
('logic_synthesis', 'synthesis.area', '90700', 'sq um'),
('setup_path', 'setup.worst_path.end_class', 'output port', ''),
('clock_tree', 'cts-buffers-inserted', '214', ''),
('setup_path', 'crit_path_most_repeated_cell', 'sky130_fd_sc_hd__buf_4', ''),
('routing', 'route.detailed.drc', '0', ''),
('floorplanning', 'num_io_pins', '263', ''),
('final_layout', 'largestRegisters', 'data_bank x2048', ''),
('clock_tree', 'cts_buffer_depth', '3', ''),
('sta', 'setup_viol', '0', ''),
('logic_synthesis', 'netlist_instances', '5561', ''),
('floorplanning', 'die_height', '428', 'um'),
('final_layout', 'registers.top_by_ff_count', 'data_bank', ''),
('logic_synthesis', 'yosys-top-cells-area', 'sky130_fd_sc_hd__edfxtp_1 68%, sky130_fd_sc_hd__and2_1 14%, sky130_fd_sc_hd__mux4_2 13%', ''),
('global_routing', 'groute.usage.overall', '32.5', '%'),
('routing', 'detailroute.via_count', '48600', ''),
('setup_path', 'crit_arrival', '15.86', 'ns'),
('job', 'max_cap_violations', '0', ''),
('clock_tree', 'cts_tree', 'done', ''),
('floorplanning', 'die_w', '428', 'um'),
('setup_path', 'cp_top_family', 'buffers and inverters', ''),
('global_routing', 'grt_max_degree', '75', ''),
('global_routing', 'global_route.overflow_total', '0', ''),
('routing', 'antenna_left', '0', ''),
('final_layout', 'largest_register_ffs', '2048', ''),
('floorplanning', 'floorplan.die_area', '183000', 'sq um'),
('placed_design', 'place_hpwl', '132000', 'um'),
('logic_synthesis', 'yosys_area', '90700', 'sq um'),
('logic_synthesis', 'area_leader_netlist', 'sky130_fd_sc_hd__edfxtp_1', ''),
('logic_synthesis', 'warnings_synthesis', '1', ''),
('outcome', 'run_status', 'finished clean', ''),
('logic_synthesis', 'synth_cell_types', '20', ''),
('sta', 'tightest_slew', '0.946', 'ns'),
('sta', 'timing.final.max_slew_violations', '0', ''),
('setup_path', 'worst_path_slowest_cell', 'sky130_fd_sc_hd__buf_4', ''),
('routing', 'totalWireLength', '261000', 'um'),
('setup_path', 'timing.critical_path.from_type', 'input pin', ''),
('clock_tree', 'ctsResizeCount', '0', ''),
('final_layout', 'areaGrowthSynthToFinish', '12.7', '%'),
('logic_synthesis', 'synth_stat.cells', '5561', ''),
('routing', 'route.detailed.vias_per_inst', '5.92', ''),
('placed_design', 'globalplace.congestion', '0.821', ''),
('sta', 'timing_hold_violations_final', '0', ''),
('sta', 'rsz0062_at_grt', 'no', ''),
('global_routing', 'grt_first_pass_wirelength', '379000', 'um'),
('clock_tree', 'clk_root_buffer_cell', 'sky130_fd_sc_hd__clkbuf_16', ''),
('clock_tree', 'cts_hold_repair.buffers', '0', ''),
('clock_tree', 'cts-htree-levels', '4', ''),
('sta', 'final_period_minus_worst_setup_slack', '27.14', 'ns'),
('job', 'warning_count', '26', ''),
('logic_synthesis', 'synthesized_flop_and_latch_total', '2048', ''),
('clock_tree', 'cts.sink_count', '2048', ''),
('setup_path', 'required', '45.12', 'ns'),
('pwr', 'leakagePower', '35.2', 'nW'),
('logic_synthesis', 'postSynthAreaPerCell', '16.3', 'sq um'),
('routing', 'drt_iter0_markers', '2642', ''),
('global_routing', 'number_of_global_route_vias_before_repair', '53100', ''),
('setup_path', 'max_incr_delay_on_cp', '0.72', 'ns'),
('clock_tree', 'post-cts-setup-buffers', '0', ''),
('setup_path', 'cp_num_buf_inv', '6', ''),
('floorplanning', 'core.rowCount', '155', ''),
('sta', 'timing.setup.tns', '0', 'ns'),
('setup_path', 'cell_chain_of_the_critical_path', 'buf_8 -> buf_4 -> buf_4 -> buf_4 -> buf_4 -> mux4_2 -> a22oi_1 -> nand2_1 -> clkdlybuf4s50_1', '');
-- logic make-up (layout without fill, tap and decap cells) --
kind of cell / count (synthesis) / count (layout) / share of synthesized area [%]
buf+inv: 526 / 809 / 2.42
flops: 2048 / 2048 / 67.8
simple gates: 2219 / 2219 / 15.0
compound gates: 256 / 256 / 2.12
mux: 512 / 512 / 12.7
other cells: 0 / 11 / 0
-- through the flow --
stage | setup WS (ns) | hold WS (ns) | area [sq um] | total power (W) | instances
global route | 29.06 | 11.46 | 102000 | 0.00350 | 8210
global placement | 29.23 | 12.28 | 95600 | 0.00208 | 7807
floorplan | 32.43 | 11.48 | 90700 | 0.00195 | 5561
CTS | 29.17 | 11.39 | 102000 | 0.00342 | 8199
detailed placement | 29.20 | 12.29 | 95600 | 0.00208 | 7807
finish | 29.26 | 11.42 | 102000 | 0.00339 | 8210
-- report_power, final --
part / internal, W / leakage [nW] / total [W] / switching, W
clock: 0.000766 / 3.24 / 0.00135 / 0.000583
combinational: 0.000111 / 12.4 / 0.000264 / 0.000152
sequential: 0.00176 / 19.5 / 0.00178 / 0.0000209
-- synthesized netlist by cell type --
library cell and number:
sky130_fd_sc_hd__buf_6 4, sky130_fd_sc_hd__nor3_2 4, sky130_fd_sc_hd__nor2b_1 2, sky130_fd_sc_hd__or4b_4 1
sky130_fd_sc_hd__buf_1 11, sky130_fd_sc_hd__nor2_1 10, sky130_fd_sc_hd__edfxtp_1 2048, sky130_fd_sc_hd__clkbuf_2 48
sky130_fd_sc_hd__nand4bb_1 2, sky130_fd_sc_hd__mux4_2 512, sky130_fd_sc_hd__buf_2 98, sky130_fd_sc_hd__or2_2 16
sky130_fd_sc_hd__nor2_2 3, sky130_fd_sc_hd__nand2b_1 2, sky130_fd_sc_hd__and2_1 2049, sky130_fd_sc_hd__a22oi_1 256
sky130_fd_sc_hd__nand4b_1 1, sky130_fd_sc_hd__clkbuf_1 362, sky130_fd_sc_hd__nand2_1 129, sky130_fd_sc_hd__buf_4 3
-- placed cells by master, fill, tap and decap left out, drive strengths merged --
cell / count
edfxtp: 2048
nand2b: 2
clkbuf: 272
mux4: 512
bufinv: 12
nand4bb: 2
clkinv: 103
and2: 2049
diode: 11
nand2: 129
or2: 16
nor2b: 2
inv: 5
nor2: 13
nor3: 4
clkdlybuf4s50: 260
nand4b: 1
or4b: 1
a22oi: 256
buf: 157
-- worst paths after layout --
kind | end | slack, ns | depth (start not counted) | start
max | data_to_read[88] | 29.26 | 9 | index[1]
min | data_bank[7][124] | 11.42 | 2 | data_to_write[124]
-- metal layers --
metal	global-route usage, %	vias up	wire (um)
met4	8.52	26	8560
met3	19.9	484	37800
li1	-	20900	-
met1	44.6	24000	87600
met2	47.5	3263	127000
met5	0.104	-	151
-- layout make-up --
cell class              instances  area (sq um)
fillers                     13200         77200
flip-flops and latches       2048         61500
multi-input cells            2987         27200
clock buffers                 272          5720
repair buffers                417          3950
well taps                    2355          2950
clock inverters               120           890
diodes                         11          27.5
No activity file was given, so power comes from the tool's default toggle rates.
