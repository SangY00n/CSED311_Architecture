## config.mk

```make
export PLATFORM = sky130hd
export DESIGN_NAME = BTB
export DESIGN_NICKNAME = BTB
export VERILOG_FILES = /design/flow/design.v
export SDC_FILE = /design/flow/constraint.sdc
export NUM_CORES = 4
export LEC_CHECK = 1
export CORE_AREA = 10 10 88 88
export DIE_AREA = 0 0 98 98
```

## run.sh

```bash
#!/bin/bash
# OpenROAD 26Q1-2900-gdf79404cd8, Yosys 0.63+post, stock flow scripts
make -C /OpenROAD-flow-scripts/flow DESIGN_CONFIG=/design/flow/config.mk WORK_HOME=/design/flow/orfs finish
```

## design.v

```verilog
module BTB(input [31:0] pc,
            input reset,
            input clk,
            input [31:0] IF_ID_pc,
            input is_jal,  
            input is_jalr,  
            input branch,  
            input bcond,
            input [31:0] write_pc,  
            input [31:0] pc_plus_imm,
            input [31:0] reg_plus_imm,
            input [4:0] write_bhsr,
            output reg [31:0] n_pc,
            output reg [4:0] bhsr
            );
    wire [31:0] tag;
    wire [4:0] index;
    wire [31:0] write_tag;
    wire [4:0] write_index;
    wire is_taken;
    reg [5:0] i;
    reg [31:0] btb[0:31];
    reg [31:0] tag_table[0:31];
    reg [1:0] bht[0:31];
    assign tag=pc[31:0];
    assign index=pc[6:2]^bhsr;
    assign write_tag=write_pc[31:0];
    assign write_index=write_pc[6:2]^write_bhsr;
    assign is_taken = (branch&bcond)|is_jal|is_jalr;
    always @(*) begin
        if((tag_table[index]==tag)&(bht[index]>=2'b10)) begin
            n_pc=btb[index];
        end
        else begin
            n_pc=pc+4;
        end
    end
    always @(*) begin
        if(is_jal|branch) begin
            if((tag_table[write_index]!=write_tag)|(btb[write_index]!=pc_plus_imm)) begin
                tag_table[write_index]=write_tag;
                btb[write_index]=pc_plus_imm;
            end
        end
        else if(is_jalr) begin
            if((tag_table[write_index]!=write_tag)|(btb[write_index]!=reg_plus_imm)) begin
                tag_table[write_index]=write_tag;
                btb[write_index]=reg_plus_imm;
            end
        end
    end
    always @(*) begin
        if(branch|is_jal|is_jalr) begin 
            if(bht[write_index]==2'b11) begin
                if(is_taken) begin
                    bht[write_index]=2'b11;
                end
                else begin
                    bht[write_index]=2'b10;
                end
            end
            else if(bht[write_index]==2'b10) begin
                if(is_taken) begin
                    bht[write_index]=2'b11;
                end
                else begin
                    bht[write_index]=2'b01;
                end
            end
            else if(bht[write_index]==2'b01) begin
                if(is_taken) begin
                    bht[write_index]=2'b10;
                end
                else begin
                    bht[write_index]=2'b00;
                end
            end
            else if(bht[write_index]==2'b00) begin
                if(is_taken) begin
                    bht[write_index]=2'b01;
                end
                else begin
                    bht[write_index]=2'b00;
                end
            end
            if(is_taken) begin
                bhsr = {bhsr[3:0], 1'b1};
            end
            else begin
                bhsr = {bhsr[3:0], 1'b0};
            end
        end
    end
    always @(posedge clk) begin
        if (reset) begin
            for(i=0; i < 32;i=i+1) begin
                btb[i] = 0;
                tag_table[i] = -1;  
                bht[i] = 2'b00;
            end
            bhsr=5'b00000;
        end
    end
endmodule
module MissPredictionDetector(
    input [31:0] IF_ID_pc,
    input ID_EX_is_jal,  
    input ID_EX_is_jalr,  
    input ID_EX_branch,  
    input ID_EX_bcond,
    input [31:0] ID_EX_pc,
    input [31:0] pc_plus_imm,
    input [31:0] reg_plus_imm,
    output reg is_miss_pred);
    always @(*) begin
        if((ID_EX_is_jal|(ID_EX_branch&ID_EX_bcond))&(IF_ID_pc!=pc_plus_imm)) begin
            is_miss_pred=1;
        end
        else if((ID_EX_is_jalr)&(IF_ID_pc!=reg_plus_imm)) begin
            is_miss_pred=1;
        end
        else if((IF_ID_pc!=ID_EX_pc+4)&(ID_EX_branch&!ID_EX_bcond)) begin
            is_miss_pred=1;
        end
        else begin
            is_miss_pred=0;
        end 
    end
endmodule
```

## constraint.sdc

```tcl
current_design BTB

set clk_period 9.4
set clk_io_pct 0.2

create_clock -name clk0 -period $clk_period [get_ports {clk}]

set non_clock_inputs [all_inputs -no_clocks]
set_input_delay [expr $clk_period * $clk_io_pct] -clock clk0 $non_clock_inputs
set_output_delay [expr $clk_period * $clk_io_pct] -clock clk0 [all_outputs]
```

==> flow_summary.json <==
{
  "grt_pass1_wl_um": 4420,
  "sequentialPowerShare_pct": 0,
  "fillers": 655,
  "yosys.cell_types.count": 19,
  "synth_seq_share_pct": 0,
  "ctsResizeCount": 0,
  "hold_viol_final": 0,
  "post_dp_cell_area_mm2": 0.00132,
  "worst_pin_slew_ns": 0.518,
  "initCoreUtil_pct": 11.1,
  "p_int_mw": 0.0287,
  "nClkBuffers": 0,
  "synthCells": 89,
  "grt_pass1_vias": 861,
  "cpMaxStageDelayCell": "clkdlybuf4s50_1",
  "combPwrFrac_pct": 100.0,
  "post-cts-setup-buffer-count": 0,
  "antenna_cells": 0,
  "grt_max_degree": 10,
  "rows": 28,
  "hold_class": "in2out",
  "worstSetupPathType": "in2out",
  "cp-start-kind": "input pin",
  "vias": 828,
  "post-route-period-util_pct": 63.8,
  "grt_antenna_before_repair": 0,
  "gr-total-overflow": 0,
  "via_per_inst": 3.75,
  "p_sw_share_pct": 33.2,
  "seq_area_um2": 0,
  "netlist_top_cells_area": "xnor2_1 (29%), nand3_1 (9.9%), nor4_4 (9.7%), nand4_1 (8.6%), buf_4 (8.0%)",
  "cp_cell_sequence": "clkdlybuf4s50_1, ha_1, nand3_1, nor3_1, nand4_1, xnor2_1, clkdlybuf4s50_1",
  "yosysWarnings": 6045,
  "finalSetupViolations": 0,
  "combGateArea_um2": 617,
  "ant_nets": 0,
  "die_x_um": 98,
  "drv_cap": 0,
  "outcome": "finished, final reports clean",
  "leakage_nw": 0.441,
  "io_pins": 208,
  "tool_warnings": 166,
  "setup_ws_ns": 3.40,
  "total_power_mw": 0.0430,
  "drt_iter0_markers": 24,
  "holdPathStages": 0,
  "relSlewSlack_pct": 65.2,
  "syn_area_um2": 658,
  "maxSlewViolCount": 0,
  "power_switching_mw": 0.0143,
  "synth_dominant_cell_count": "xnor2_1",
  "fin_area_mm2": 0.00132,
  "pwr-share-clk_pct": 0,
  "flops": 0,
  "cp_common_cell": "clkdlybuf4s50_1",
  "endpoint": "n_pc[26]",
  "period_needed_ns": 6.00,
  "ys_cells": 89,
  "cp_max_fo": 6,
  "ys_area_um2": 658,
  "yosys-top-cells-count": "xnor2_1 (22), nand3_1 (13), nand2_1 (9), nand4_1 (9), buf_4 (7)",
  "io_buffers": 60,
  "post-place-ws_ns": 3.35,
  "post-route-drc-count": 0,
  "core_area_mm2": 0.00592,
  "dp_hpwl_um": 2460,
  "powerDensity_mw_per_mm2": 32.7,
  "avgSynthCellArea_um2": 7.39,
  "drtPass1Iterations": 4,
  "slowest_delay_ns": 0.58,
  "areaGrowthSynthToFinish_pct": 99.8,
  "crit_path_start": "pc[2]",
  "post-route-util_pct": 22.2,
  "place_congestion": 0.756,
  "end_kind": "output port",
  "worstPathRequired_ns": 7.52,
  "grt_use_total_pct": 5.39,
  "max_freq_mhz": 167,
  "die_y_um": 98,
  "worstPathArrival_ns": 4.12,
  "synth_top_cell_by_area": "xnor2_1",
  "wirelength_um": 2770,
  "dieArea_mm2": 0.00960,
  "avgRoutedWirePerCell_um": 12.5,
  "drive_gt1_share_pct": 4.11,
  "ir_drop_mv": 0.0149,
  "cts_hold_buffers": 0,
  "setup_tns_ns": 0,
  "top_area_share_pct": 29.3,
  "rsz0062_at_grt": "false"
}
layout make-up:
| class | instances | area share (%) |
|---|---|---|
| timing repair buffer | 60 | 45.7 |
| multi-input combinational | 85 | 46.9 |
| inverter | 1 | 0.285 |
| tap | 75 | 7.14 |
cells in the final DEF (no fill, tap or decap), drive strengths merged:
| master | count |
|---|---|
| xnor2 | 22 |
| nor2 | 5 |
| nand3 | 14 |
| nand4 | 10 |
| xor2 | 6 |
| and2 | 2 |
| clkdlybuf4s50 | 60 |
| nor3 | 2 |
| nand2 | 9 |
| and4 | 1 |
| and3 | 4 |
| nor4 | 4 |
| conb | 5 |
| ha | 1 |
| inv | 1 |
critical path, delay by kind of cell:
kind                       cells  cell delay, ns
adders and majority gates      1            0.27
and+or+nand+nor                3            0.75
xor gates and xnor gates       1            0.16
buffers and inverters          2            1.06
stage by stage:
step | hold slack, ns | cells
5_1_grt | 3.76 | 221
3_5_place_dp | 3.76 | 221
3_3_place_gp | 3.76 | 221
6_report | 3.76 | 221
4_1_cts | 3.76 | 221
2_1_floorplan | 3.77 | 93
cells by family (layout without fill, tap and decap cells):
kind of cell	count (synthesis)	in the layout	synth area share, %
simple gates	51	51	51.7
xor+xnor	28	28	37.3
buf+inv	8	61	8.55
fa+ha+maj	1	1	1.90
other cells	1	5	0.570
worst min-delay path by stage:
stage | startpoint | endpoint | slack, ns
CTS | pc[0] | n_pc[0] | 3.76
global route | pc[0] | n_pc[0] | 3.76
finish | pc[0] | n_pc[0] | 3.76
layer usage:
metal | part of all wire (%) | vias up | global-route usage [%]
li1 | - | 423 | -
met5 | 0 | - | 0
met2 | 39 | 46 | 7.72
met3 | 15 | 0 | 3.20
met1 | 46 | 359 | 7.21
met4 | 0 | 0 | 0
power groups by stage:
stage	Sequential, mW	Clock [mW]	Combinational (mW)
final	0	0	0.0430
after global routing	0	0	0.0472
after CTS	0	0	0.0439
Power is estimated from default activity; no workload was simulated.
